--- flow/run.sh ---
#!/bin/bash
# OpenROAD 26Q1-2900-gdf79404cd8, Yosys 0.63+post, stock flow scripts
make -C /OpenROAD-flow-scripts/flow DESIGN_CONFIG=/design/flow/config.mk WORK_HOME=/design/flow/orfs finish
--- flow/config.mk ---
export PLATFORM = sky130hd
export DESIGN_NAME = controller
export DESIGN_NICKNAME = controller
export VERILOG_FILES = /design/flow/design.v
export SDC_FILE = /design/flow/constraint.sdc
export NUM_CORES = 4
export LEC_CHECK = 1
export CORE_AREA = 10 10 111 111
export DIE_AREA = 0 0 121 121
--- flow/constraint.sdc ---
current_design controller

set clk_period 2.5
set clk_io_pct 0.2

create_clock -name clk0 -period $clk_period [get_ports {clk}]

set non_clock_inputs [all_inputs -no_clocks]
set_input_delay [expr $clk_period * $clk_io_pct] -clock clk0 $non_clock_inputs
set_output_delay [expr $clk_period * $clk_io_pct] -clock clk0 [all_outputs]
--- flow/design.v ---
module controller
(
	input wire clk,
	input wire n_rst,
	input wire dr,
	input wire lc,
	input wire overflow,
	output reg cnt_up,
	output reg clear,
	output wire modwait,
	output reg [2:0] op,
	output reg [3:0] src1,
	output reg [3:0] src2,
	output reg [3:0] dest,
	output reg err
);
typedef enum bit [4:0] 
{
	IDLE, STORE, ZERO, SORT1, SORT2, SORT3, SORT4, MUL1, ADD1, MUL2, SUB1, MUL3, ADD2, MUL4, SUB2, LOAD, EIDLE,
	COEFF1, D1, COEFF2, D2, COEFF3, D3, COEFF4
}
stateType;
stateType state;
stateType next_state;
reg next_modwait;
reg current_modwait;
reg next_err;
reg current_err;
always_ff @ (posedge clk, negedge n_rst)
begin
	if(n_rst == 0)
	begin
		state <= IDLE;
		current_modwait <= 0;
		current_err <= 0;
	end
	else
	begin
		state <= next_state;
		current_modwait <= next_modwait;
		current_err <= next_err;
	end
end
always_comb
begin: NEXT_STATE_AND_FLAG_LOGIC
	next_state = state;
	next_modwait = current_modwait;
	next_err = current_err;
	cnt_up = 1'b0;  
	op = 3'b000;  
	src1 = 4'b0000;
	src2 = 4'b0000;
	dest = 4'b0000;  
	clear = 1'b0;
	case(state)
		(IDLE):
		begin
			if(dr == 1)
			begin
				next_state = STORE;
				next_modwait = 1'b1;
				next_err = 1'b0;
			end
			else if(lc == 1)
			begin
				next_state = COEFF1;
				next_modwait = 1'b1;
				next_err = 1'b0;			
			end
			else
			begin
				next_state = IDLE;
				next_modwait = 1'b0;
				next_err = 1'b0;
			end
			cnt_up = 1'b0;  
			op = 3'b000;  
			src1 = 4'b0000;  
			src2 = 4'b0000;  
			dest = 4'b0000;  
			clear = 1'b1;
		end
		(COEFF1):
		begin
			next_state = D1;
			cnt_up = 1'b0;
			op = 3'b011;
			src1 = 4'b0000;
			src2 = 4'b0000;
			dest = 4'd11;
			next_err = 1'b0;
			clear = 1'b0;
			next_modwait = 1'b0;
		end
		(D1):
		begin
			if(lc == 1)
			begin
				next_state = COEFF2;
				next_modwait = 1'b1;
				next_err = 1'b0;
			end
			else
			begin
				next_state = D1;
				next_modwait = 1'b0;
				next_err = 1'b0;
			end
			cnt_up = 1'b0;
			op = 3'b000;
			src1 = 4'b0000;
			src2 = 4'b0000;
			dest = 4'b0000;  
			clear = 1'b0;
		end
		(COEFF2):
		begin
			next_state = D2;
			cnt_up = 1'b0;
			op = 3'b011;
			src1 = 4'b0000;	
			src2 = 4'b0000;
			dest = 4'd5;
			next_err = 1'b0;
			clear = 1'b0;
			next_modwait = 1'b0;
		end
		(D2):
		begin
			if(lc == 1)
			begin
				next_state = COEFF3;
				next_modwait = 1'b1;
				next_err = 1'b0;
			end
			else
			begin
				next_state = D2;
				next_modwait = 1'b0;
				next_err = 1'b0;
			end
			cnt_up = 1'b0;
			op = 3'b000;
			src1 = 4'b0000;
			src2 = 4'b0000;
			dest = 4'b0000;  
			clear = 1'b0;
		end
		(COEFF3):
		begin
			next_state = D3;
			cnt_up = 1'b0;
			op = 3'b011;
			src1 = 4'd0;
			src2 = 4'd0;
			dest = 4'd4;
			next_err = 1'b0;
			clear = 1'b0;
			next_modwait = 1'b0;
		end
		(D3):
		begin
			if(lc == 1)
			begin
				next_state = COEFF4;
				next_modwait = 1'b1;
				next_err = 1'b0;
			end
			else
			begin
				next_state = D3;
				next_modwait = 1'b0;
				next_err = 1'b0;
			end
			cnt_up = 1'b0;
			op = 3'b000;
			src1 = 4'b0000;
			src2 = 4'b0000;
			dest = 4'b0000;  
			clear = 1'b0;
		end
		(COEFF4):
		begin
			next_state = IDLE;
			cnt_up = 1'b0;
			op = 3'b011;
			src1 = 4'b0000;
			src2 = 4'b0000;
			dest = 4'd12;
			next_err = 1'b0;
			clear = 1'b0;
			next_modwait = 1'b0;
		end
		(STORE):
		begin
			if(dr == 1)
			begin
				next_state = ZERO;
				next_modwait = 1'b1;
				next_err = 1'b0;
			end
			else if(dr == 0)
			begin
				next_state = EIDLE;
				next_modwait = 1'b0;
				next_err = 1'b1;
			end
			cnt_up = 1'b0;
			op = 3'b010;  
			src1 = 4'b000;  
			src2 = 4'b000;  
			dest = 4'd3;  
			clear = 1'b0;
		end
		(ZERO):
		begin
			next_state = SORT1;
			cnt_up = 1'b0;
			op = 3'b101;  
			src1 = 4'b0000;  
			src2 = 4'b0000;  
			dest = 4'd0;  
			next_err = 1'b0;
			clear = 1'b0;
			next_modwait = 1'b1;
		end
		(SORT1):
		begin
			next_state = SORT2;
			cnt_up = 1'b1;  
			op = 3'b001;  
			src1 = 4'd7; 
			src2 = 4'd0;
			dest = 4'd8;
			next_err = 1'b0;
			clear = 1'b0;
			next_modwait = 1'b1;  
		end
		(SORT2):
		begin
			next_state = SORT3;
			cnt_up = 1'b0;  
			op = 3'b001;  
			src1 = 4'd1;
			src2 = 4'd0;
			dest = 4'd7;
			next_err = 1'b0;
			clear = 1'b0;
			next_modwait = 1'b1;  
		end
		(SORT3):
		begin
			next_state = SORT4;
			cnt_up = 1'b0;  
			op = 3'b001;  
			src1 = 4'd2;
			src2 = 4'd0;
			dest = 4'd1;
			next_err = 1'b0;
			clear = 1'b0;
			next_modwait = 1'b1;
		end
		(SORT4):
		begin
			next_state = MUL1;
			cnt_up = 1'b0;
			op = 3'b001;  
			src1 = 4'd3;
			src2 = 4'd0;
			dest = 4'd2;
			next_err = 1'b0;
			clear = 1'b0;
			next_modwait = 1'b1;
		end
		(MUL1):
		begin
			next_state = ADD1;
			cnt_up = 1'b0;	
			op = 4'b110;  
			src1 = 4'd8;
			src2 = 4'd12;
			dest = 4'd6;
			next_err = 1'b0;
			clear = 1'b0;
			next_modwait = 1'b1;
		end
		(ADD1):
		begin
			if(overflow == 1)
			begin
				next_state = EIDLE;
				next_modwait = 1'b0;
				next_err = 1'b1;
			end
			else if(overflow == 0)
			begin
				next_state = MUL2;
				next_modwait = 1'b1;
				next_err = 1'b0;
			end
			cnt_up = 1'b0;
			op = 4'b100;  
			src1 = 4'd0;
			src2 = 4'd6;
			dest = 4'd0;
			clear = 1'b0;
		end
		(MUL2): 
		begin	
			next_state = SUB1;
			cnt_up = 1'b0;
			op = 4'b110;  
			src1 = 4'd7;
			src2 = 4'd4;
			dest = 4'd6;
			next_err = 1'b0;
			clear = 1'b0;
			next_modwait = 1'b1;
		end
		(SUB1):
		begin
			if(overflow == 1)
			begin
				next_state = EIDLE;
				next_modwait = 1'b0;
				next_err = 1'b1;
			end
			else if(overflow == 0)
			begin
				next_state = MUL3;
				next_modwait = 1'b1;
				next_err = 1'b0;
			end
			cnt_up = 1'b0;
			op = 4'b101;  
			src1 = 4'd0;
			src2 = 4'd6;
			dest = 4'd0;
			clear = 1'b0;
		end
		(MUL3):
		begin
			next_state = ADD2;
			cnt_up = 1'b0;
			op = 4'b110;  
			src1 = 4'd1;
			src2 = 4'd5;
			dest = 4'd6;
			next_err = 1'b0;
			clear = 1'b0;
			next_modwait = 1'b1;
		end
		(ADD2):
		begin
			if(overflow == 1)
			begin
				next_state = EIDLE;
				next_modwait = 1'b0;
				next_err = 1'b1;
			end
			else if(overflow == 0)
			begin
				next_state = MUL4;
				next_modwait = 1'b1;
				next_err = 1'b0;
			end
			cnt_up = 1'b0;
			op = 4'b100;  
			src1 = 4'd0;
			src2 = 4'd6;
			dest = 4'd0;
			clear = 1'b0;
		end
		(MUL4):
		begin
			next_state = SUB2;
			cnt_up = 1'b0;
			op = 4'b110;  
			src1 = 4'd2;
			src2 = 4'd11;
			dest = 4'd6;
			next_err = 1'b0;
			clear = 1'b0;
			next_modwait = 1'b1;
		end
		(SUB2):
		begin
			if(overflow == 1)
			begin
				next_state = EIDLE;
				next_modwait = 1'b0;
				next_err = 1'b1;
			end
			else if(overflow == 0)
			begin
				next_state = LOAD;
				next_modwait = 1'b0;
				next_err = 1'b0;
			end			
			cnt_up = 1'b0;
			op = 4'b101;  
			src1 = 4'd0;
			src2 = 4'd6;
			dest = 4'd0;
			clear = 1'b0;
		end
		(LOAD):
		begin
			next_state = IDLE;
			cnt_up = 1'b0;
			op = 3'b000;  
			src1 = 4'b000;
			src2 = 4'b000;
			dest = 4'b000;  
			next_err = 1'b0;
			clear = 1'b0;
			next_modwait = 1'b0;
		end		
		(EIDLE):
		begin
			if(dr == 1)
			begin
				next_state = STORE;
				next_modwait = 1'b1;
				next_err = 1'b0;
			end
			else if(dr == 0)
			begin
				next_state = EIDLE;
				next_modwait = 1'b0;
				next_err = 1'b1;
			end
			cnt_up = 1'b0;
			op = 4'b000;
			src1 = 4'b0000;
			src2 = 4'b0000;
			dest = 4'b0000;
			clear = 1'b0;
		end
	endcase
end
assign modwait = current_modwait;  
assign err = current_err;
endmodule
==> flow_results.xml <==
<?xml version="1.0" encoding="UTF-8"?>
<metrics>
  <group name="synthesis">
    <metric name="postSynthRegisterBits" unit="">26</metric>
    <metric name="flop_cell" unit="">sky130_fd_sc_hd__dfrtp_1</metric>
    <metric name="synthXorXnorAreaFrac" unit="%">0</metric>
    <metric name="synth.lib_cells_used.distinct" unit="">25</metric>
    <metric name="yosys_chip_area" unit="um^2">995</metric>
    <metric name="syn_area_per_cell" unit="um^2">12.3</metric>
    <metric name="netlist_logic_family_top" unit="">simple AND/OR/NAND/NOR gates</metric>
    <metric name="syn_std_cell_area" unit="um^2">995</metric>
    <metric name="yosys-mux-area-fraction" unit="%">0</metric>
    <metric name="async_flop_share" unit="%">100</metric>
    <metric name="synth-warning-count" unit="">2</metric>
    <metric name="aoi_share" unit="%">5.79</metric>
    <metric name="number_of_cells_in_yosys_stat" unit="">81</metric>
    <metric name="yosys.area_share.simple" unit="%">27.9</metric>
    <metric name="syn-instance-count" unit="">81</metric>
    <metric name="yosys.area_share.adder" unit="%">0</metric>
    <metric name="postSynthSeqShare" unit="%">65.5</metric>
    <metric name="synth-edff-count" unit="">0</metric>
  </group>
  <group name="final_timing">
    <metric name="max_transition_viols_final" unit="">0</metric>
    <metric name="fin_worst_skew" unit="ns">0.00538</metric>
    <metric name="max_freq" unit="GHz">0.404</metric>
    <metric name="final-hold-violation-count" unit="">0</metric>
    <metric name="setup_tns" unit="ns">0</metric>
    <metric name="timing.hold.ws" unit="ns">0.424</metric>
    <metric name="grt_setup_unrepaired" unit="">true</metric>
    <metric name="setup_viol" unit="">0</metric>
    <metric name="tightestPinTransition" unit="ns">0.360</metric>
    <metric name="period_minus_slack" unit="ns">2.48</metric>
    <metric name="post-route-period-util" unit="%">99.0</metric>
    <metric name="post-route-worst-setup-slack" unit="ns">0.0238</metric>
    <metric name="slew_headroom" unit="%">75.8</metric>
  </group>
  <group name="layout">
    <metric name="lay_top_count" unit="">sky130_fd_sc_hd__dfrtp_1</metric>
    <metric name="post_route_cells_drive_above_1_share" unit="%">26.0</metric>
    <metric name="area_delta_synth_final" unit="%">60.1</metric>
    <metric name="final_cell_count_no_fill" unit="">256</metric>
    <metric name="most-common-layout-cells" unit="">25 x sky130_fd_sc_hd__dfrtp_1, 18 x sky130_fd_sc_hd__clkdlybuf4s50_1, 16 x sky130_fd_sc_hd__buf_4</metric>
    <metric name="utilization" unit="%">16.1</metric>
    <metric name="fillers" unit="">1074</metric>
    <metric name="post_route_design_area" unit="um^2">1590</metric>
  </group>
  <group name="drt">
    <metric name="detailedRoute.firstPassIterationCount" unit="">4</metric>
    <metric name="dr_vias" unit="">788</metric>
    <metric name="detailroute.wirelength.met3" unit="um">371</metric>
    <metric name="vias_per_cell" unit="">3.08</metric>
    <metric name="route.antenna.diode_count" unit="">0</metric>
    <metric name="routed_wire_length_per_instance" unit="um">11.2</metric>
    <metric name="drt.antenna.violating_nets" unit="">0</metric>
    <metric name="drc_errors" unit="">0</metric>
    <metric name="drt-total-wl" unit="um">2870</metric>
    <metric name="drt-initial-drc-count" unit="">70</metric>
    <metric name="met2WireLength" unit="um">1060</metric>
    <metric name="routed.top_layer" unit="">met4</metric>
    <metric name="met1_wirelength" unit="um">1430</metric>
  </group>
  <group name="clock_tree">
    <metric name="cts.sinks" unit="">26</metric>
    <metric name="cts_buffer_depth" unit="">2</metric>
    <metric name="clock_insertion_delay_worst_skew" unit="ns">0.27</metric>
    <metric name="tritoncts.num_buffers" unit="">3</metric>
    <metric name="ctsHtreeMaxLevel" unit="">1</metric>
    <metric name="cts_tree" unit="">built</metric>
    <metric name="clk_pin_slew_worst_paths" unit="ns">0.09</metric>
    <metric name="clock-root-buffer" unit="">sky130_fd_sc_hd__clkbuf_8</metric>
  </group>
  <group name="grt">
    <metric name="initial_antenna_violation_count" unit="">0</metric>
    <metric name="grt_pass1_wl" unit="um">4510</metric>
    <metric name="overflow" unit="">0</metric>
    <metric name="grt_max_degree" unit="">27</metric>
    <metric name="grt_pass1_vias" unit="">814</metric>
    <metric name="global_route.usage.total" unit="%">3.85</metric>
  </group>
  <group name="pwr">
    <metric name="sequentialPowerShare" unit="%">46.4</metric>
    <metric name="power_switching_share" unit="%">21.3</metric>
    <metric name="power_share_of_the_combinational_group" unit="%">19.4</metric>
    <metric name="vdd.ir_drop.worst" unit="V">0.000239</metric>
    <metric name="power_report.internal_total" unit="uW">786</metric>
    <metric name="switching_power" unit="uW">213</metric>
    <metric name="power.share.clock" unit="%">34.3</metric>
    <metric name="power.total" unit="uW">999</metric>
    <metric name="power.density_cell_area" unit="nW/um^2">628</metric>
    <metric name="power_leakage" unit="nW">0.800</metric>
  </group>
  <group name="critical_path">
    <metric name="cp.required" unit="ns">2.00</metric>
    <metric name="critical_path_peak_fanout" unit="">2</metric>
    <metric name="timing.critical_path.cells" unit="">or2_1, or4_4, or4b_4, clkbuf_2</metric>
    <metric name="critical_path_buf_inv_count" unit="">1</metric>
    <metric name="cp-end-kind" unit="">output port</metric>
    <metric name="cp.arrival" unit="ns">1.98</metric>
    <metric name="family_with_the_most_delay_on_the_worst_path" unit="">simple AND/OR/NAND/NOR gates</metric>
    <metric name="crit_slowest_cell" unit="">sky130_fd_sc_hd__or4b_4</metric>
    <metric name="crit_path_start_kind" unit="">register</metric>
    <metric name="critPathKind" unit="">register to output port</metric>
    <metric name="max_stage_delay" unit="ns">0.55</metric>
  </group>
  <group name="placement">
    <metric name="cells_after_dpl" unit="">246</metric>
    <metric name="pre_cts_slack" unit="ns">-0.0291</metric>
    <metric name="dp_hpwl" unit="um">2170</metric>
    <metric name="placed_cell_area" unit="um^2">1460</metric>
    <metric name="gp_congestion" unit="">0.769</metric>
    <metric name="portBuffers" unit="">23</metric>
  </group>
  <group name="floorplan">
    <metric name="die_h" unit="um">121</metric>
    <metric name="num_rows" unit="">36</metric>
    <metric name="number_of_top_level_pins" unit="">24</metric>
    <metric name="die_area" unit="um^2">14600</metric>
    <metric name="fp_util" unit="%">10.1</metric>
    <metric name="die_x" unit="um">121</metric>
    <metric name="core-area" unit="um^2">9860</metric>
  </group>
  <group name="run">
    <metric name="max-cap-violations" unit="">0</metric>
    <metric name="stage_log_warnings" unit="">27</metric>
  </group>
  <group name="min_path">
    <metric name="hold_class" unit="">register to register</metric>
  </group>
  <group name="run_status">
    <metric name="status" unit="">finished clean</metric>
  </group>
</metrics>
==> layer usage <==
| layer | track usage [%] | vias to the layer above |
|---|---|---|
| met1 | 5.57 | 384 |
| met2 | 4.97 | 26 |
| met3 | 2.31 | 2 |
| met5 | 0 | - |
| met4 | 0.226 | 0 |
| li1 | - | 376 |
==> power groups by stage <==
stage / sequential [mW] / combinational (mW) / clock (mW)
4_1_cts: 0.463 / 0.200 / 0.346
5_1_grt: 0.468 / 0.219 / 0.365
6_report: 0.463 / 0.194 / 0.342
==> synth_stat cells (all sizes together), types with 2 or more instances <==
cell   number  area [um^2]
dfrtp      25          626
or4         6         48.8
nor2        5         18.8
nor3        5         25.0
or2         5         31.3
or3         5         32.5
and2        4         25.0
nor2b       4         25.0
a21o        3         22.5
nand2       3         11.3
nor4        3         18.8
nor3b       2         15.0
o21ai       2         10.0
==> cells by family after synthesis <==
group	count (synthesis)
AND/OR/NAND/NOR	45
flip-flops	26
AND-OR/OR-AND	8
buffers and inverters	2
==> state kept, by name, summed over array words and instances, names as in the netlist <==
register,cells
current_err,1
state,24
current_modwait,1
==> final cells by class <==
cell class                      instances  area (um^2)  share of cell area, %
Timing Repair Buffer                   39          345                   21.7
Tap cell                              133          166                   10.4
Sequential cell                        26          652                   40.9
Multi-Input combinational cell         53          354                   22.2
Clock inverter                          1         30.0                   1.89
Clock buffer                            3         41.3                   2.59
Inverter                                1         3.75                  0.236
==> worst paths after layout <==
path	startpoint	endpoint	slack (ns)	cells after the start
max	state[9]	op[0]	0.02	4
min	state[6]	state[18]	0.42	0
max reg2reg	state[13]	current_modwait	0.68	5
min reg2reg	state[6]	state[18]	0.42	0
max in group asynchronous	n_rst	state[0]	1.61	2
min in group asynchronous	n_rst	state[2]	0.60	2
==> what timing repair did <==
item | in CTS | in global routing
endpoints found under the setup margin | 4 | 4
buffers inserted | 3 | 4
pin swaps | 1 | 2
gates cloned | 0 | 0
hold buffers | 0 | 0
gates resized | 9 | 4
hold endpoints to repair | 0 | 0
Power is estimated from default activity; no workload was simulated.
