`flow/design.v`:
```
module timer
(
	input wire clk, n_rst, enable_timer,
	output wire shift_strobe, packet_done
);
logic [3:0] count_TEN;  
logic [3:0] count_NINE;  
flex_counter #(4) X (.clk(clk), .n_rst(n_rst), .clear(packet_done), .count_enable(enable_timer), .rollover_val(4'b1010), .count_out(count_TEN), .rollover_flag(shift_strobe));
flex_counter #(4) IX (.clk(clk), .n_rst(n_rst), .clear(packet_done), .count_enable(shift_strobe), .rollover_val(4'b1001), .count_out(count_NINE), .rollover_flag(packet_done));
endmodule
module flex_counter
#(
	parameter NUM_CNT_BITS = 4
)
(	
	input wire clk,
	input wire n_rst,
	input wire clear,
	input wire count_enable,
	input reg [(NUM_CNT_BITS - 1):0] rollover_val,
	output reg [(NUM_CNT_BITS - 1):0] count_out,
	output reg rollover_flag
);
logic [(NUM_CNT_BITS - 1):0] next_count;
logic [(NUM_CNT_BITS - 1):0] next_rollover_flag;
always_ff @ (posedge clk, negedge n_rst)
begin: FLEX_COUNTER_LOGIC
	if(1'b0 == n_rst)
	begin
		count_out <= '0;
	end
	else
	begin
		count_out <= next_count;
	end
end
always_ff @ (posedge clk, negedge n_rst)
begin: ROLLOVER_LOGIC
	if(1'b0 == n_rst)
	begin
		rollover_flag <= '0;
	end
	else
	begin
		rollover_flag <= next_rollover_flag;
	end
end
always_comb
begin: FLEX_COUNTER_LOGIC_COMB
	next_count = count_out;
	if(clear == 1)
	begin
		next_count = 0;
	end
	if(count_enable == 1)
	begin
		next_count = next_count + 1;
	end
end
always_comb
begin: ROLLOVER_LOGIC_COMB
	next_rollover_flag = rollover_flag;
	if(count_enable == 1)
	begin
		if((count_out + 1) == rollover_val)
		begin
			next_rollover_flag = 1;
		end
		else
		begin
			next_rollover_flag = 0;
		end
		if(clear == 1)
		begin
			next_rollover_flag = 0;
		end
	end
end
endmodule
```
`flow/run.sh`:
```
#!/bin/bash
# OpenROAD 26Q1-2900-gdf79404cd8, Yosys 0.63+post, stock flow scripts
make -C /OpenROAD-flow-scripts/flow DESIGN_CONFIG=/design/flow/config.mk WORK_HOME=/design/flow/orfs finish
```
`flow/config.mk`:
```
export PLATFORM = sky130hd
export DESIGN_NAME = timer
export DESIGN_NICKNAME = timer
export VERILOG_FILES = /design/flow/design.v
export SDC_FILE = /design/flow/constraint.sdc
export NUM_CORES = 4
export LEC_CHECK = 1
export CORE_AREA = 10 10 75 75
export DIE_AREA = 0 0 85 85
```
`flow/constraint.sdc`:
```
current_design timer

set clk_period 2.0
set clk_io_pct 0.2

create_clock -name clk0 -period $clk_period [get_ports {clk}]

set non_clock_inputs [all_inputs -no_clocks]
set_input_delay [expr $clk_period * $clk_io_pct] -clock clk0 $non_clock_inputs
set_output_delay [expr $clk_period * $clk_io_pct] -clock clk0 [all_outputs]
```
==> impl_metrics.ini <==
; flow metrics
[drt]
drt-total-wl_um = 866
first_iter_violations = 30
diodes = 0
viasPerCell = 3.20
remaining_drc_errors = 0
drt-pass1-iter-count = 2
vias = 317
routedWlPerCell_um = 8.75
drtAntennaViolNets = 0

[global_route]
grt_pass1_wl_um = 1650
grt_usage_pct = 2.76
antenna_found_initial = 0
grt_start_max_net_pins = 14
grt_pass1_vias = 349
overflow = 0

[floorplan]
die-width_um = 85
fp_util_pct = 12.3
rows = 23
ios = 5
fp.coreArea_sq_um = 4060
chip_area_sq_um = 7230
die_y_um = 85

[synthesis]
netlist.area_leader.share_pct = 50.1
yosys_cells = 42
topCellsByArea = dfrtp_1 (50%), nor2b_1 (7.5%), xnor2_1 (7.0%)
ys.flops = 10
synth.distinct_cells = 17
netlist_instances = 42
yosysWarnings = 1
ys_chip_area_sq_um = 499
largest_area_cell = dfrtp_1
postSynthSeqShare_pct = 50.1
avgSynthCellArea_sq_um = 11.9
synth_area_sq_um = 499

[placement]
portBuffers = 4
dp_hpwl_um = 652
finalWeightedCongestion = 0.769
placedInstanceArea_sq_um = 591

[setup_path]
r2r_setup_slack_ns = 0.48
required_ns = 1.60
regToRegStartpoint = IX.rollover_flag
path_class = reg -> out
worstReg2RegEnd = X.count_out[1]
cp.buffers_inverters = 1
worst_ep_arrival_time_ns = 1.38
end_kind = output port
cp-start-kind = register
reg2reg_depth = 4
cp_top_family = flip-flops
endpoint = packet_done
cp_slowest_cell = dfrtp_1
critPathMaxStageDelay_ns = 0.59
path_max_fanout = 13
cp-startpoint = IX.rollover_flag
crit_cells = 1
worstPathCellList = clkdlybuf4s50_1

[clock_tree]
cts-root-buf = clkbuf_8
clk_pin_slew_ns = 0.05
clockBufferDepth = 2
postCtsSetupBuffers = 0
clk_latency_ns = 0.23
cts_made_buffers = 3
ctsResizeCount = 0
cts_tree = yes
htree_levels = 1
cts.sink_count = 10
cts_hold_buf = 0

[sta]
slew_violations = 0
fin_crit_sh_pct = 89.2
tns_ns = 0
rsz0062_at_grt = no
relSlewSlack_pct = 68.7
worst_clock_skew_ns = 0.00485
tightest_slew_ns = 0.468
max_freq_ghz = 0.561
min_period_ns = 1.78
finalHoldViolCount = 0
whs_ns = 0.490
finalSetupViolations = 0

[power_and_ir_drop]
p_leak_nw = 0.262
peakVddDrop_uv = 714
finalPower_mw = 0.886
powerDensity_nw_per_um2 = 1370

[run]
cap_viol_max_count = 0
warnings = 25

[finish]
area_delta_synth_final_pct = 29.3
drive_gt1_share_pct = 16.3
fillers = 431
finalInstanceArea_sq_um = 646

[min_path]
hp-class = in -> async

[status]
status = complete, no violations
## metal layers
| metal | global-route usage, % | vias to the layer above | routed length, um |
|---|---|---|---|
| met5 | 0 | - | 0 |
| li1 | - | 155 | - |
| met1 | 4.00 | 154 | 458 |
| met3 | 1.64 | 0 | 68 |
| met2 | 3.41 | 8 | 339 |
| met4 | 0.449 | 0 | 0 |
## registers in the layout, indices dropped and copies added (netlist names)
signal            cells
IX.count_out          4
IX.rollover_flag      1
X.rollover_flag       1
X.count_out           4
## worst min-delay path by stage
stage / start / endpoint / slack [ns] / cells past startpoint
5_1_grt: n_rst / X.count_out[2] / 0.53 / 1
6_report: n_rst / X.rollover_flag / 0.49 / 1
4_1_cts: n_rst / X.rollover_flag / 0.50 / 1
## final cells by class
type	instances	area [sq um]	share of cell area, %
clock buffer	4	55.1	8.53
inverter	3	11.3	1.74
multi-input combinational	28	226	35.1
sequential	10	250	38.8
tap	50	62.6	9.69
timing repair buffer	4	40.0	6.20
## cells by family after synthesis
group,Yosys count,share of synthesized area [%]
multiplexers,4,9.02
AND/OR/NAND/NOR,16,21.1
XOR/XNOR,4,7.02
adder cells (fa/ha/maj),2,5.01
AND-OR/OR-AND,2,3.26
flip-flops,10,50.1
buffers and inverters,4,4.51
## through the flow
step	util, %	std cells	worst slack, ns
finish	15.9	99	0.216
global route	15.9	99	0.119
CTS	15.9	99	0.209
detailed placement	14.6	95	0.424
global placement	14.6	95	0.467
floorplan	-	42	0.680
## power by group
part / total [mW] / switching [mW] / internal, mW
sequential: 0.364 / 0.0720 / 0.292
clock: 0.247 / 0.0744 / 0.173
combinational: 0.274 / 0.114 / 0.160
## synth_stat cells, drive strengths merged
library cell  count
dfrtp            10
a32o              1
nand2b            1
nand4             2
xnor2             4
nor4b             1
ha                2
inv               3
and2b             1
buf               1
nand4bb           1
nand2             2
mux2              4
o22ai             1
nor2b             6
nor2              2
## placed cells by master, fill, tap and decap left out, drive strengths merged
cell / netlist / layout
a32o: 1 / 1
and2b: 1 / 1
clkbuf: 0 / 4
clkdlybuf4s50: 0 / 4
dfrtp: 10 / 10
ha: 2 / 2
inv: 3 / 3
mux2: 4 / 4
nand2: 2 / 2
nand2b: 1 / 1
nand4: 2 / 2
nand4bb: 1 / 1
nor2: 2 / 2
nor2b: 6 / 6
nor4b: 1 / 1
o22ai: 1 / 1
xnor2: 4 / 4
Power and IR drop assume default switching activity.
