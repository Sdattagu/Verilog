===== flow/config.mk =====
export PLATFORM = sky130hd
export DESIGN_NAME = adder_16
export DESIGN_NICKNAME = adder_16
export VERILOG_FILES = /design/flow/design.v
export SDC_FILE = /design/flow/constraint.sdc
export NUM_CORES = 4
export LEC_CHECK = 1
export CORE_AREA = 10 10 71 71
export DIE_AREA = 0 0 81 81

===== flow/run.sh =====
#!/bin/bash
# OpenROAD 26Q1-2900-gdf79404cd8, Yosys 0.63+post, stock flow scripts
make -C /OpenROAD-flow-scripts/flow DESIGN_CONFIG=/design/flow/config.mk WORK_HOME=/design/flow/orfs finish

===== flow/constraint.sdc =====
current_design adder_16

set clk_period 8.9
set clk_io_pct 0.2

create_clock -name clk0 -period $clk_period

set non_clock_inputs [all_inputs -no_clocks]
set_input_delay [expr $clk_period * $clk_io_pct] -clock clk0 $non_clock_inputs
set_output_delay [expr $clk_period * $clk_io_pct] -clock clk0 [all_outputs]

===== flow/design.v =====
module adder_16
(
	input wire [15:0] a,
	input wire [15:0] b,
	input wire carry_in,
	output wire [15:0] sum,
	output wire overflow
);
	assign sum = ((a + b + carry_in) % (2 **16));
	assign overflow = ((a + b + carry_in) / (2 ** 16));
endmodule

==> summary.txt <==
Implementation numbers.

- The run finished with clean final reports.
- The data arrival time reported for the critical path is 4.73 ns.
- The post-synthesis compound-gate area fraction is 39.1%.
- Per STA, the startpoint of the critical path is a[0].
- The total negative setup slack is 0 ns.
- The busiest layer in global routing reads met2.
- The via count of the first global-routing pass is 817.
- The largest voltage drop on the vdd net reads 0.0000222 V.
- The number of port buffers reads 50.
- In the setup report, the worst path falls into the class in -> out.
- The floorplan row count is 22.
- The number of synthesis warnings reads 0.
- Per the synthesis report, the adder-cell share of the synthesized area is 31.1%.
- The number of clock-tree buffers in the layout reads 0.
- The number of hold violations in the final report reads 0.
- The script parses the final routing iteration and logs DRC violations as 0.
- Across the whole layout, storage elements account for 0 µm².
- 50 I/O pins were placed.
- The number of gates resized after CTS was 0.
- In this run the critical path is formed by clkdlybuf4s50_1 > fa_1 > fa_1 > a21oi_2 > o21ai_2 > a2111oi_2 > o31ai_1 > a21oi_1 > xnor2_1 > clkdlybuf4s50_1.
- The met2 global-route usage is 10.5%.
- The global-route track usage on met1 is 8.96%.
- The most common library cell in the layout ignoring fill and taps is sky130_fd_sc_hd__clkdlybuf4s50_1.
- The maximum clock rate is 154 MHz.
- The number of buffers and inverters on the critical path is 2.
- The chip area estimate from yosys synthesis reads 733 µm².
- The critical-path cell with the highest stage delay reads sky130_fd_sc_hd__clkdlybuf4s50_1.
- The first-pass iteration count of the detailed router is 4.
- The synthesized-area fraction occupied by xor and xnor cells is 16.7%.
- The total congestion overflow after global routing is 0.
- For this configuration, the core starts out at a cell density of 20.2%.
- The global routing usage summed across all routing layers is 6.48%.
- The final standard cell count with taps included and fillers excluded is 187.
- Ranking logic cells in the layout by count gives the top entries 50 x sky130_fd_sc_hd__clkdlybuf4s50_1, 15 x sky130_fd_sc_hd__ha_1, 9 x sky130_fd_sc_hd__a21oi_1, 9 x sky130_fd_sc_hd__xnor2_1, 5 x sky130_fd_sc_hd__xor2_1.
- The flop count is 0.
- The largest delay contributor family on the critical path reads AND-OR/OR-AND gates.
- Setup repair after global routing left no endpoint under its margin.
- The total count of max-transition violations in the final report reads 0.
- The time the worst path needs with I/O delays and setup reads 6.51 ns.
- The average detailed-routed wire length per instance reads 11.8 µm.
- The startpoint kind of the worst setup timing path is an input pin.
- The number of design-rule violations left by the first detailed-router iteration reads 22.
- The wire length of the first global-routing pass reads 3.62 mm.
- The layout summary lists the proportion of cells stronger than drive strength 1 as 7.91%.
- The post-place setup slack reads 2.36 ns.
- The simple-gate share of the synthesized area is 11.1%.
- The die covers 6560 µm².
- For reference, the critical path is captured by sum[10].
- The hold buffer count at cts reads 0.
- The standby leakage power reads 0.526 nW.
- The transition time of the tightest slew-check pin is 0.338 ns.
- The initial antenna violation count came to 0.
- The main kind of combinational logic by area reads AND-OR/OR-AND gates.
- According to the hold report, the worst path is of the in -> out type.
- The cell total in the yosys stat output reads 89.
- The maximum number of pins on one net before global-route repair reads 7.
- For this run, the register share of the synthesized area comes to 0%.
- The number of maximum-capacitance violations reads 0.
- The final worst-path setup slack is 2.39 ns.
- The number of placed instances, taps included, is 187.
- The number of post-CTS setup repair buffers reads 0.
- The number of vias after detailed routing reads 811.
- The capturing element type of the critical path is an output port.
- The post-synthesis cell area is 733 µm².
- The wire length recorded after detailed routing is 2.21 mm.
- Using the TritonRoute via totals, the vias-per-cell ratio works out to 4.34.
- The largest fanout on the critical path is 2.
- The die span in y is 81 µm.
- The cell area reported after detailed placement is 1290 µm².
- The post-detailed-placement half-perimeter wirelength reads 2.04 mm.
- The maximum cell stage delay along the critical path reads 0.48 ns.
- The fraction of the cycle the final worst path needs is 73.2%.
- The count of cell types in the netlist is 31.
- The number of stages on the worst setup path reads 10.
- Summing all non-filler instances in the final layout gives an area of 1290 µm².
- The number of antenna repair diodes reads 0.
- Summing all multiplexer cells gives an area fraction of 0%.
- The remaining antenna violation count after routing is 0.
- The standard cell core area reads 3630 µm².
- The mean instance size in the synthesized netlist reads 8.24 µm².
- The synthesis-to-finish area growth reads 76.5%.
- The data required time of the worst path reads 7.12 ns.
- The chip width reads 81 µm.
- The final setup violation count is 0.
- Synthesis produced 89 cells.
- The number of warnings in the stage logs reads 32.
- At the end of routability-driven placement, the weighted congestion stood at 0.773.
- The power density normalized to cell area reads 76.2 nW/µm².
- The met3 track demand over resource reads 1.78%.
- The final standard cell utilization of the core is 35.6%.
- In this run the tightest slew margin relative to its limit is 77.4%.
[how the worst min path moves through the flow]
| stage | startpoint | endpoint | cells past startpoint |
|---|---|---|---|
| after CTS | b[15] | sum[15] | 4 |
| after global routing | carry_in | sum[0] | 3 |
| final | b[15] | sum[15] | 4 |
[where the power goes]
group	switching (mW)	total (mW)	internal, mW	leakage [nW]
clock	0	0	0	0
sequential	0	0	0	0
combinational	0.0345	0.0986	0.0640	0.526
[layout make-up]
cell class	count	area (µm²)
timing repair buffer	50	500
multi-input combinational	85	718
inverter	4	15.0
fill	363	2340
tap	48	60.1
[layer usage]
layer | vias to the layer above | routed length, µm
li1 | 437 | -
met1 | 346 | 1030
met2 | 28 | 975
met3 | 0 | 197
met4 | 0 | 0
met5 | - | 0
[synthesized netlist by cell type (2+ instances only)]
cell | n | area share (%)
sky130_fd_sc_hd__o21bai_1 | 3 | 3.1
sky130_fd_sc_hd__ha_1 | 15 | 26
sky130_fd_sc_hd__nand2b_1 | 2 | 1.7
sky130_fd_sc_hd__nor2_1 | 3 | 1.5
sky130_fd_sc_hd__o21ai_2 | 2 | 2.4
sky130_fd_sc_hd__xor2_1 | 5 | 6.0
sky130_fd_sc_hd__nand2_1 | 4 | 2.0
sky130_fd_sc_hd__a21o_1 | 4 | 4.1
sky130_fd_sc_hd__fa_1 | 2 | 5.5
sky130_fd_sc_hd__inv_1 | 4 | 2.0
sky130_fd_sc_hd__nand3_1 | 3 | 2.0
sky130_fd_sc_hd__o21ai_0 | 4 | 2.7
sky130_fd_sc_hd__o21a_1 | 2 | 2.0
sky130_fd_sc_hd__a21oi_1 | 9 | 6.1
sky130_fd_sc_hd__xnor2_1 | 9 | 11
sky130_fd_sc_hd__a21oi_2 | 3 | 3.6
[logic make-up (layout without fill, tap and decap cells)]
kind of cell | after synthesis | in the layout
buffers and inverters | 4 | 54
adder cells (fa/ha/maj) | 17 | 17
XOR/XNOR | 14 | 14
AND-OR/OR-AND | 38 | 38
AND/OR/NAND/NOR | 16 | 16
[metrics by stage]
step	hold WS [ns]	power, mW
floorplan	3.66	0.0441
global placement	4.64	0.0995
detailed placement	4.66	0.100
CTS	4.66	0.101
global route	4.68	0.110
finish	4.65	0.0986
No activity file was given, so power comes from the tool's default toggle rates.
